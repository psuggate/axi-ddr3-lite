==> design/flow/design.v <==
`timescale 1ns / 100ps
module axi_chunks (
    clock,
    reset,
    avalid_i,
    aready_o,
    alen_i,
    aburst_i,
    aid_i,
    aaddr_i,
    xvalid_o,
    xready_i,
    xseq_o,
    xid_o,
    xaddr_o
);
  parameter ADDRS = 32;
  parameter ASB = ADDRS - 1;
  parameter AXI_WIDTH = 32;
  parameter OUT_WIDTH = 16;
  parameter CHUNK = 2;
  localparam CSB = 7 - CHUNK;
  localparam CHUNK_SIZE = 1 << (2 + $clog2(AXI_WIDTH) - $clog2(OUT_WIDTH));
  parameter REQID = 4;
  localparam ISB = REQID - 1;
  input clock;
  input reset;
  input avalid_i;
  output aready_o;
  input [7:0] alen_i;
  input [1:0] aburst_i;
  input [ISB:0] aid_i;
  input [ASB:0] aaddr_i;
  output xvalid_o;
  input xready_i;
  output xseq_o;
  output [ISB:0] xid_o;
  output [ASB:0] xaddr_o;
  reg busy_q;
  reg [ISB:0] trid_q;
  reg [ASB:0] addr_q;
  wire busy_w, wseq_w;
  wire [ISB:0] trid_w;
  wire [ASB:0] addr_w;
  wire [CSB:0] cnext;
  reg  [CSB:0] count;
  assign aready_o = !busy_q && xready_i;
  assign xvalid_o = busy_w;
  assign xseq_o = wseq_w;
  assign xid_o = trid_w;
  assign xaddr_o = addr_w;
  assign busy_w = avalid_i & xready_i | busy_q;
  assign trid_w = busy_q ? trid_q : aid_i;
  assign addr_w = busy_q ? addr_q : aaddr_i;
  assign wseq_w = (~busy_q & avalid_i & xready_i & alen_i[7:CHUNK] != 0) | cnext > 0;
  assign cnext = count > 0 ? count - 1 : count;
  always @(posedge clock) begin
    if (reset) begin
      busy_q <= 1'b0;
      trid_q <= {REQID{1'bx}};
      addr_q <= {ADDRS{1'bx}};
      count  <= 0;
    end else if (!busy_q && avalid_i && xready_i) begin
      busy_q <= alen_i[7:CHUNK] != 0;
      trid_q <= aid_i;
      addr_q <= aaddr_i + CHUNK_SIZE;
      count  <= alen_i[CSB:CHUNK];
    end else if (busy_q && xready_i) begin
      busy_q <= cnext > 0;
      trid_q <= trid_q;
      addr_q <= addr_q + CHUNK_SIZE;
      count  <= cnext;
    end
  end
endmodule   
==> design/flow/run.sh <==
#!/bin/bash
# OpenROAD 26Q1-2900-gdf79404cd8, Yosys 0.63+post, stock flow scripts
make -C /OpenROAD-flow-scripts/flow DESIGN_CONFIG=/design/flow/config.mk WORK_HOME=/design/flow/orfs finish
==> design/flow/config.mk <==
export PLATFORM = sky130hd
export DESIGN_NAME = axi_chunks
export DESIGN_NICKNAME = axi_chunks
export VERILOG_FILES = /design/flow/design.v
export SDC_FILE = /design/flow/constraint.sdc
export NUM_CORES = 4
export LEC_CHECK = 1
export CORE_UTILIZATION = 50
==> design/flow/constraint.sdc <==
current_design axi_chunks

set clk_period 8.6
set clk_io_pct 0.2

create_clock -name clk0 -period $clk_period [get_ports {clock}]

set non_clock_inputs [all_inputs -no_clocks]
set_input_delay [expr $clk_period * $clk_io_pct] -clock clk0 $non_clock_inputs
set_output_delay [expr $clk_period * $clk_io_pct] -clock clk0 [all_outputs]
==> Changelog: implementation <==
### Physical design

- Status: finished, final reports clean
- Initial antenna violation count: 0
- Seq share, synth: 0.386
- Max Root-Sink Buffers: 2
- DR iter-0 viols: 120
- Area grow syn2layout: 31.4%
- Worst vdd ir: 0.0919 mV
- First-pass GRT wire length: 11.1 mm
- CTS tree: done
- Worst path buffer plus inverter count: 3
- Met1 wire length: 3.24 mm
- Worst endpoint required time: 6.88 ns
- DR top layer: met4
- Setup tns final: 0 ns
- Post-cts sizing count: 0
- Pwr Density: 153 mW/mm^2
- Port Buffer Count: 84
- Core area: 0.00603 sq mm
- CP Launch Point: xready_i
- Unrepaired setup endpoints after global routing: no
- Min-delay worst type: flop to flop
- Max_cap viols: 0
- Clock slew at reported path FFs: 0.10 ns
- Vias in the first global route: 2,421
- Ys flop type: edfxtp_1
- Tcrit/Tclk final: 0.574
- Ys Warns: 1
- Worst clock skew: 0.0105 ns
- Total chip power: 0.637 mW
- Mapped Area: 0.00317 sq mm
- Largest net degree at the start of global routing: 49
- Setup CP Type: input port to output port
- Synth Area per Inst: 10.5 sq um
- Clock Latency Late Sink: 0.30 ns
- WL met2: 3.07 mm
- Number of enable flip-flop cells: 36
- Detailed Place HPWL: 4.72 mm
- HP Start: count[5]
- Crit. End Element: output port
- Final WL: 6.72 mm
- Ys cells: 303
- FF-to-FF Start: busy_q
- Post-layout min period: 4.94 ns
- DRC: 0
- F_max: 202 MHz
- DRT Pass-1 Iters: 4
- GPL Wtd Cong: 0.862
- Most frequent cell after synthesis: mux2_2
- Slew HR: 0.556
- GRT Overall Usage: 0.219
- Crit-path max FO: 7
- Row Count: 28
- Netlist cell types: 47
- H-tree levels: 2
- # hold bufs at CTS: 0
- Mapped Cells: 303
- ANT cells: 0
- Post-CTS Setup Bufs: 0
- Vias per inst: 5.69
- Root Buffer Master: clkbuf_8
- Average wire per standard cell: 14.6 microns
- Leakage: 1.47 nW
- Die Footprint: 0.00666 sq mm
- CTS buffer count: 5
- Synth cell count leaders: mux2_2, edfxtp_1, mux2i_1, nand3_1, xor2_1
- Die H: 81.6 microns
- Ratio of cells with drive above 1 in the final layout: 0.155
- Tool Warnings: 31
- # IOs: 89
- Die W: 81.6 microns
- Top cell by count, worst path: clkdlybuf4s50_1
- Top cell type by total area after synthesis: edfxtp_1
- Synth flops: 43
- Final Hold Vio Count: 0
- Final-report setup violation count: 0
- Initial Util: 0.526
- Clock sink count: 43
- Top cell area share: 0.341
- CP top delay family: buffers and inverters
- Worst endpoint data arrival time: 3.22 ns
- CP cell instances: clkdlybuf4s50_1, nand3b_4, a21oi_1, inv_1, nand2_1, clkdlybuf4s50_1
- Biggest area cells: edfxtp_1, mux2_2, mux2i_1
- Met3 routed WL: 379 microns
- Routed Antenna Nets: 0
- Remaining Overflow, GRT: 0
- Crit-path slowest cell: clkdlybuf4s50_1
- Worst Tran Pin Value: 0.667 ns
- Yosys stat area: 0.00317 sq mm
- Ys async rst share: 0
- CP startpoint kind: input port
- Via count: 2,623
- Max Slew Vio Count: 0
- Max incr delay on CP: 0.64 ns
-- tightest hold or removal path, delay by kind of cell, from the launching register on --
kind               cells  cell delay [ns]
AOI/OAI and AO/OA      1             0.05
DFF                    1             0.34
and+or+nand+nor        1             0.06
-- cells by family after synthesis --
group / synth area share
muxes: 0.217
DFF: 0.386
and+or+nand+nor: 0.186
xor gates and xnor gates: 0.0996
buffers and inverters: 0.0265
AOI/OAI and AO/OA: 0.0735
adders and majority gates: 0.0119
-- cell usage in the layout, fill, tap and decap left out, drive strengths merged, types with 3 or more instances in the layout --
| cell type | instances |
|---|---|
| nand3 | 24 |
| nor3 | 8 |
| a21oi | 7 |
| mux2i | 27 |
| mux2 | 37 |
| a22oi | 3 |
| nand2b | 5 |
| o21a | 3 |
| xnor2 | 16 |
| a21o | 5 |
| o21ai | 8 |
| edfxtp | 36 |
| ha | 3 |
| nor4 | 4 |
| nand2 | 18 |
| clkdlybuf4s50 | 84 |
| buf | 4 |
| nand4 | 14 |
| nor3b | 6 |
| clkbuf | 5 |
| dfxtp | 7 |
| inv | 7 |
| xor2 | 20 |
| nor2 | 17 |
-- state kept, by name (all words and copies together) (netlist names) --
| register | cells |
|---|---|
| count | 6 |
| addr_q | 32 |
| busy_q | 1 |
| trid_q | 4 |
-- where the power goes --
part / total, mW / internal (mW) / switching, mW
logic: 0.200 / 0.118 / 0.0820
registers: 0.298 / 0.267 / 0.0307
clock network: 0.139 / 0.0598 / 0.0788
-- final timing paths --
kind	end	slack, ns	cells after the start
worst max-delay path	xseq_o	3.66	6
worst min-delay path	count[5]	0.49	2
worst max register to register	addr_q[28]	5.37	8
worst min register to register	count[5]	0.49	2
-- metrics by stage --
stage | hold WS (ns) | instance area, sq um | worst slack [ns] | util | instances
2_1_floorplan | 0.452 | 3170 | 4.34 | - | 303
3_3_place_gp | 0.476 | 4070 | 3.39 | 0.675 | 453
3_5_place_dp | 0.481 | 4070 | 3.37 | 0.675 | 453
4_1_cts | 0.496 | 4160 | 3.66 | 0.691 | 461
5_1_grt | 0.532 | 4160 | 3.54 | 0.691 | 461
6_report | 0.489 | 4160 | 3.66 | 0.691 | 461
-- layout make-up --
class / instances / area [sq um]
clock inverters: 3 / 26.3
flip-flops and latches: 43 / 1220
inverters: 5 / 18.8
well taps: 75 / 93.8
fillers: 456 / 1860
multi-input cells: 242 / 1860
clock buffers: 5 / 68.8
repair buffers: 88 / 871
-- metal layers --
metal  up-vias  track usage
met1      1236        0.354
met3         2       0.0225
met5         -            0
met2        80        0.349
li1       1305            -
met4         0       0.0175
Power is estimated from default activity; no workload was simulated.
