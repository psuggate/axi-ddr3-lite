==> /design/flow/config.mk <==
export PLATFORM = sky130hd
export DESIGN_NAME = shift_register
export DESIGN_NICKNAME = shift_register
export VERILOG_FILES = /design/flow/design.v
export SDC_FILE = /design/flow/constraint.sdc
export NUM_CORES = 4
export LEC_CHECK = 1
export CORE_UTILIZATION = 30
==> /design/flow/design.v <==
`timescale 1ns / 100ps
module shift_register (
    clock,
    wren_i,
    addr_i,
    data_i,
    data_o
);
  parameter WIDTH = 8;
  localparam MSB = WIDTH - 1;
  parameter DEPTH = 16;
  localparam ASB = $clog2(DEPTH) - 1;
  input clock;
  input wren_i;
  input [ASB:0] addr_i;
  input [MSB:0] data_i;
  output [MSB:0] data_o;
  reg [MSB:0] data_q;
  assign data_o = data_q;
  genvar ii;
  generate
    begin : g_shift
      reg [MSB:0] srl[0:DEPTH-1];
      for (ii = 0; ii < DEPTH - 1; ii = ii + 1) begin : g_forshi
        always @(posedge clock) begin
          if (wren_i) begin
            srl[ii+1] <= srl[ii];
          end
        end
      end
      always @(posedge clock) begin
        if (wren_i) begin
          srl[0] <= data_i;
        end
        data_q <= srl[addr_i];
      end
    end
  endgenerate   
endmodule   
==> /design/flow/run.sh <==
#!/bin/bash
# OpenROAD 26Q1-2900-gdf79404cd8, Yosys 0.63+post, stock flow scripts
make -C /OpenROAD-flow-scripts/flow DESIGN_CONFIG=/design/flow/config.mk WORK_HOME=/design/flow/orfs finish
==> /design/flow/constraint.sdc <==
current_design shift_register

set clk_period 3.3
set clk_io_pct 0.2

create_clock -name clk0 -period $clk_period [get_ports {clock}]

set non_clock_inputs [all_inputs -no_clocks]
set_input_delay [expr $clk_period * $clk_io_pct] -clock clk0 $non_clock_inputs
set_output_delay [expr $clk_period * $clk_io_pct] -clock clk0 [all_outputs]
==> flow_summary.toml <==
# synthesis and place-and-route metrics
[run_status]
status = "finished, final reports clean"

[finish]
fin_cells = 583
register_area_sq_um = 4000
fillers = 1523
final_cell_mix = "edfxtp_1, clkdlybuf4s50_1, clkbuf_16, a21oi_1, buf_4"
final_common_cell = "edfxtp_1"
comb_area_sq_um = 1080
syn2layout_area_growth_pct = 20.2
drive_gt1_frac = 0.154
final_area_sq_um = 6260

[sta]
finalSetupViolCount = 0
grt_setup_unrepaired = "false"
holdWs_ps = 442
tns_ps = 0
worst_pin_slew_ps = 905
finalCritPeriodShare = 0.761
period_minus_slack_ps = 2510
max-slew-margin-rel = 0.395
fmax_ghz = 0.398
finalHoldViolCount = 0
fin_skew_ps = 7.12
maxSlewViolCount = 0

[worst_setup_path]
required_ps = 3600
max_stage_delay_ps = 650
r2r_start = "g_shift.srl[14][2]$_DFFE_PP_"
path_class = "in -> reg"
cp-start-kind = "primary input"
critical-path-top-delay-family = "buffers and inverters"
cp.arrival_ps = 2810
cp_max_fo = 17
worst-path-buf-inv = 3
path_cells = "clkdlybuf4s50_1 -> buf_4 -> inv_1 -> nand3_1 -> o22a_1"
cp_slowest_cell = "clkdlybuf4s50_1"
ff2ff_setup_slack_ps = 1830
ff2ff_path_depth = 4
critPathCaptureType = "flip-flop"
r2r-end = "data_q[2]$_DFF_P_"

[detailed_routing]
drtAntennaViolNets = 0
wl_per_cell_um = 17.8
drc_errors = 0
viasPerCell = 4.98
vias = 2902
dr.pass1.iters = 4
drt_iter0_markers = 262
routed_wl_um = 10400
diodes = 0

[floorplan]
dieArea_sq_um = 17900
ios = 22
die_width_um = 134
initCoreUtil = 0.311
std_cell_rows = 47
die_h_um = 134
design.core.area_sq_um = 16800

[placement]
place_area_sq_um = 5710
port_buffers = 21
place.gp.congestion = 0.828
dp_cells = 551
place_hpwl_um = 6540

[min_path]
whs_path_depth = 0
holdPathEnd = "g_shift.srl[14][1]$_DFFE_PP_"
worstHoldPathType = "reg -> reg"
holdCritStartpoint = "g_shift.srl[13][1]$_DFFE_PP_"

[clocking]
clock-sinks = 136
clk_root_buffer_cell = "clkbuf_16"
h-tree-depth = 4
clockBufferDepth = 2
postCtsSetupBuffers = 0
numCtsBuffers = 17
clkSlewWorstSetupHoldPaths_ps = 50
cts_resized = 0
tritoncts = "built"
insertion_delay_ps = 410
holdBufCountCts = 0

[run]
max_cap_viol_count = 0
warning_count = 27

[logic_synthesis]
async_flop_share = 0
yosys_cells = 312
avgSynthCellArea_sq_um = 16.7
ys_seq_frac = 0.768
synth_cell_types = 38
edf_count = 128
yosysChipArea_sq_um = 5210
synthCells = 312
yosysWarnings = 2
ys.flops = 136
ff_type = "edfxtp_1"
synth_area_sq_um = 5210

[grt]
grt_pass1_vias = 3008
grt_pass1_wl_um = 16700
gr-usage-all-layers = 0.129
grt_antenna_before_repair = 0
grt_max_degree = 129
grt_remaining_overflow = 0

[power]
leakagePower_nw = 2.09
ir_worst_vdd_uv = 421
total_power_mw = 4.04
p_per_area_nw_per_um2 = 645
[cells by family after synthesis]
group                  count (synthesis)  synth area share
DFF                                  136             0.768
AOI/OAI and AO/OA                     83             0.116
and+or+nand+nor                       54            0.0528
buffers and inverters                 20            0.0238
muxes                                 19            0.0391
[flip-flops by register name, indices dropped and copies added, names as in the netlist]
register and count:
g_shift.srl 128, data_q 8
[power breakdown]
part           internal [mW]  switching [mW]
Sequential              2.02          0.0592
Combinational          0.111           0.124
Clock                   1.05           0.678
[cells in the mapped netlist, types with 5 or more instances]
library cell / number / area, sq um
mux2i_1: 11 / 110
a32oi_1: 9 / 78.8
edfxtp_1: 128 / 3840
nor2_1: 15 / 56.3
o22ai_1: 7 / 43.8
a22oi_1: 12 / 90.1
a21oi_1: 16 / 80.1
buf_2: 9 / 45.0
nand2_1: 7 / 26.3
mux2_2: 7 / 78.8
nand3_1: 9 / 45.0
o221ai_1: 5 / 43.8
a31oi_1: 8 / 50.1
and3_1: 5 / 31.3
nor2b_1: 8 / 50.1
dfxtp_1: 8 / 160
[area by class of cell]
class / count / area share
clock inverters: 11 / 0.0164
clock buffers: 21 / 0.0719
multi-input cells: 156 / 0.173
inverters: 2 / 0.00120
repair buffers: 37 / 0.0543
well taps: 220 / 0.0439
flip-flops and latches: 136 / 0.639
[layer usage]
metal	part of all wire	GRT usage	vias up
met5	0	0	-
met4	0.0087	0.0215	0
met3	0.093	0.0667	6
met2	0.44	0.163	105
met1	0.46	0.212	1431
li1	-	-	1360
[through the flow]
stage | util | setup slack [ps]
after floorplan | - | 1410
after global placement | 0.341 | 464
after detailed placement | 0.341 | 411
after CTS | 0.374 | 864
after global routing | 0.374 | 740
final | 0.374 | 790
[worst max path at each step]
stage	startpoint	end	slack (ps)	cells after the start
4_1_cts	addr_i[0]	data_q[0]$_DFF_P_	860	5
5_1_grt	addr_i[0]	data_q[0]$_DFF_P_	740	5
6_report	addr_i[0]	data_q[0]$_DFF_P_	790	5
